==> ./design.v <==
module SAR_ADC #(
	parameter ADC_WIDTH = 8  
)(
	input clk, 
	input rst_n, 
	input cmp, 
	input start, 
	output reg [ADC_WIDTH-1:0]DACF, 
	output reg eoc, 
	output reg den, 
	output reg [ADC_WIDTH-1:0]Dout 
);
reg start_r; 
reg ADCI_en; 
reg [7:0]adc_cnt; 
wire start_w; 
always @(posedge clk or negedge rst_n) 
begin
	if(~rst_n)
		start_r <= 1'b0;
	else 
		start_r <= start;
end
assign start_w = start==1'b1 && start_r==1'b0;
reg [1:0]nst; 
reg [1:0]cst; 
parameter IDLE =2'd0; 
parameter ADCI =2'd1; 
always @(posedge clk or negedge rst_n) 
begin
	if(~rst_n)
		cst <= IDLE;
	else
		cst <= nst;
end
always @(*) begin
	case (cst)
		IDLE: 
			if(start_w) 
				nst = ADCI;
			else
				nst = IDLE;
		ADCI:
			if(ADCI_en)
				nst = ADCI;
			else
				nst = IDLE;
		default: nst = IDLE;
	endcase
end
always @(posedge clk or negedge rst_n) begin
	if(~rst_n) 
	begin
		adc_cnt <= 0;
		eoc <= 1'b0;
		DACF <= 0;
		Dout <= 0;
		den <= 1'b0;
		ADCI_en <= 1'b0;
	end 
	else 
	begin
		case (cst)
			IDLE: 
				begin
					DACF <= {1'b1,{7{1'b0}}};
					eoc <= 1'b0; 
					adc_cnt <= 0;
					if(start_w)
						ADCI_en <= 1'b1; 
				end
			ADCI:
				begin
					den <= 1'b0;
					Dout <= Dout;
					adc_cnt <= adc_cnt+1;
					case (adc_cnt)
						ADC_WIDTH-1:
							begin 
								eoc <= 1'b1; 
								den <= 1'b1; 
								Dout <= {DACF[ADC_WIDTH-1:1],cmp}; 
							end
						default: 
							begin
								DACF[ADC_WIDTH-2-adc_cnt] <= 1'b1;
								DACF[ADC_WIDTH-1-adc_cnt] <= cmp;
								if(adc_cnt==ADC_WIDTH-2)
									ADCI_en <= 1'b0; 
							end
					endcase
				end
			default: 
				begin
					DACF <= {1'b1,{7{1'b0}}};
					eoc <= 1'b0; 
					adc_cnt <= 0;
					if(start_w)
						ADCI_en <= 1'b1; 
				end
		endcase
	end
end
endmodule
==> ./run.sh <==
#!/bin/bash
# OpenROAD 26Q1-2900-gdf79404cd8, Yosys 0.63+post, stock flow scripts
make -C /OpenROAD-flow-scripts/flow DESIGN_CONFIG=/design/flow/config.mk WORK_HOME=/design/flow/orfs finish
==> ./config.mk <==
export PLATFORM = sky130hd
export DESIGN_NAME = SAR_ADC
export DESIGN_NICKNAME = SAR_ADC
export VERILOG_FILES = /design/flow/design.v
export SDC_FILE = /design/flow/constraint.sdc
export NUM_CORES = 4
export LEC_CHECK = 1
export CORE_AREA = 10 10 109 109
export DIE_AREA = 0 0 119 119
==> ./constraint.sdc <==
current_design SAR_ADC

set clk_period 2.6
set clk_io_pct 0.2

create_clock -name clk0 -period $clk_period [get_ports {clk}]

set non_clock_inputs [all_inputs -no_clocks]
set_input_delay [expr $clk_period * $clk_io_pct] -clock clk0 $non_clock_inputs
set_output_delay [expr $clk_period * $clk_io_pct] -clock clk0 [all_outputs]
==> results.txt <==
CORE AREA: 9640 um2
drc violations: 0
top-area cell type share of the netlist area: 0.271
Cell Area, Placed: 3640 um2
largest net degree at the start of global routing: 31
number of CTS-inserted buffers: 5
DR iter-0 viols: 152
YS warnings: 1
share of total power in combinational logic: 0.726
Worst-Margin Slew: 0.586 ns
clock-pin slew on the worst setup and hold paths: 0.07 ns
Vias: 2549
initial antenna violation count: 0
# rows: 36
DPL Wire Length: 5780 um
switching pwr: 1820 uW
drt pass-1 iters: 4
syn avg cell area: 9.13 um2
final hold vios: 0
Yosys top cell by area: dfrtp_1
crit path DAT: 3.44 ns
Cell Type Count: 64
Pint: 2620 uW
cell area after synthesis: 2680 um2
cells along the critical path: ha_4 -> nand2b_4 -> mux2i_1 -> or4_4 -> nor2_4 -> nand3_2 -> ha_4 -> nor4_4 -> nand4_1 -> nor4_2 -> nand4b_1 -> or4_1 -> o21ai_1
Achievable Freq: 0.309 GHz
WL final: 7540 um
Ant. Diodes: 0
# IOs: 22
Post-DRT Antenna Nets: 0
Switching Fraction: 0.410
die width: 119 um
main flop type: dfrtp_1
CP max stage delay: 0.50 ns
Total Power: 4440 uW
die area: 14200 um2
Worst setup SP type: flop
cells after synthesis: 293
Worst path slowest cell: or4_4
Worst Path Class, Setup: reg -> reg
Gate Area: 2230 um2
final setup violation count: 8
Clk pwr share: 0.109
Max Buffers Root-to-Sink: 2
Final min period: 3.23 ns
P&R area growth vs syn: 54.0%
# port buffers: 21
Peak VDD IR: 706 uV
Yosys top cell by instances: dfrtp_1
PwrDens: 1080 nW/um2
Buf+Inv Stages, Crit Path: 0
Register Area: 758 um2
vias in the first global route: 2507
RSZ-0062 raised after global routing: yes
Seq/Total Area, Yosys: 0.281
routability cong.: 0.869
final instance area: 4120 um2
max_cap viols: 0
Largest delay share family, worst path: simple AND/OR/NAND/NOR gates
Final Max Slew Viols: 0
Layout fillers: 909
clk ins delay skew pair: 0.28 ns
Worst EP required: 2.81 ns
H-tree Lvls: 2
YS chip area: 2680 um2
#FFs+latches synth: 30
worst hold slack: 0.478 ns
setup ws final: -0.631 ns
top cells by area: dfrtp_1, ha_1, xnor2_1
Hold WC Path Type: reg -> reg
die height: 119 um
Seq pwr share: 0.164
CTS tree: done
Worst setup EP type: flop
Worst slew margin: 0.608
failing checks: setup timing
CP Max Fanout: 5
DR WL/cell: 14.6 um
Crit path top cell by count: ha_4
stage-log warning count: 33
via/cell ratio: 4.93
Total GRT Usage: 0.103
clock sink count: 30
hold_buf cts: 0
Core Util at FP: 0.278
top cells by count: dfrtp_1, nand2_1, ha_1
utilization after layout: 0.427
total grt overflow: 0
share of layout cells above drive strength 1: 0.461
crit share post-route: 1.24
Root Buffer Master: clkbuf_8
EDFF count, synth: 0
Lkg Pwr: 0.00178 uW
Worst Skew: 0.00591 ns
ys async rst share: 1.00
status: finished with violations
yosys cell count: 293
first-pass GRT wire length: 12300 um
==> final cells by class <==
class                   count  share of cell area
clock buffers               7              0.0210
multi-input cells         237               0.542
clock inverters             1             0.00729
repair buffers             99               0.196
well taps                 133              0.0404
inverters                  10             0.00911
flip-flops and latches     30               0.184
==> registers in the layout (all words and copies together), names as in the netlist <==
| name | cells |
|---|---|
| Dout | 8 |
| eoc | 1 |
| ADCI_en | 1 |
| den | 1 |
| DACF | 8 |
| start_r | 1 |
| adc_cnt | 8 |
| cst | 2 |
==> cells in the final DEF, fill, tap and decap left out, types with 3 or more instances in the layout <==
cell / count
and2_1: 3
o21ai_0: 10
mux2i_1: 4
nand3_1: 13
nand2_2: 3
nor3_2: 4
buf_4: 75
nand4b_1: 7
nor3_1: 3
nor2_1: 20
buf_6: 3
inv_2: 3
xor2_1: 6
nor4b_4: 3
ha_2: 3
a2111oi_4: 3
clkbuf_8: 6
clkdlybuf4s50_1: 21
nor4_2: 3
ha_1: 10
xnor2_1: 14
nand4_1: 6
or2_4: 4
dfrtp_2: 5
ha_4: 11
nand2_1: 23
and4b_1: 3
a21oi_1: 3
inv_1: 7
dfrtp_1: 24
mux2_2: 8
nand3_2: 6
==> routing by layer <==
metal	global-route usage	wire [um]	share of wire	vias to the layer above
li1	-	-	-	1257
met1	0.141	3520	0.47	1241
met2	0.173	3600	0.48	45
met3	0.0163	305	0.040	6
met4	0.0145	114	0.015	0
met5	0	0	0	-
==> timing repair <==
action	4_1_cts	5_1_grt
pin swaps	12	12
gates resized	16	33
setup endpoints to repair	8	8
hold endpoints to repair	0	0
buffers inserted	4	5
==> power groups by stage <==
stage / sequential, uW / combinational, uW / clock (uW)
4_1_cts: 730 / 2840 / 496
5_1_grt: 752 / 3480 / 522
6_report: 729 / 3220 / 485
==> path summary, 6_finish.rpt <==
kind,endpoint,from,depth (start not counted),slack [ns]
worst max-delay path,DACF[0],adc_cnt[1],13,-0.63
worst min register to register,cst[0],cst[0],2,0.48
worst max register to register,DACF[0],adc_cnt[1],13,-0.63
worst min-delay path,cst[0],cst[0],2,0.48
max in group asynchronous,cst[0],rst_n,2,1.65
min in group asynchronous,Dout[5],rst_n,2,0.63
==> through the flow <==
step	setup slack, ns	cells	TNS, ns
final	-0.631	517	-4.39
after global routing	-0.841	517	-5.88
after CTS	-0.616	512	-4.62
after detailed placement	-0.743	500	-5.00
after global placement	-0.784	500	-5.01
after floorplan	-0.566	293	-3.46
==> worst reg2reg max path, delay by kind of cell (launching register included) <==
family | cells | cell delay (ns)
compound gates | 1 | 0.12
fa+ha+maj | 2 | 0.39
flops | 1 | 0.47
mux | 1 | 0.11
simple gates | 9 | 2.07
==> logic make-up (layout without fill, tap and decap cells) <==
group           count (synthesis)  in the layout  synth area share
mux                            12             12            0.0486
fa+ha+maj                      24             24             0.112
xor+xnor                       23             23            0.0805
simple gates                  130            130             0.280
compound gates                 48             48             0.140
buf+inv                        26            117            0.0580
flops                          30             30             0.281
Power and IR drop assume default switching activity.
